`/design/flow/design.v`:
```
module test3 ( 
input  wire        button_0 , button_1 ,
input  wire        rst,
input  wire        clock,
output reg         unlock
);
localparam [2:0]    IDLE = 3'b000,
                     S1 = 3'b001,
                     S11 = 3'b011,
					 S011 = 3'b010,
					 S110 = 3'b110,
					 UNLOCK = 3'b111 ;
reg [2:0]         current_state = IDLE,
                     next_state = IDLE;
always @(posedge clock or negedge rst)
 begin
  if(!rst)
   begin
     current_state <= IDLE ;
   end
  else
   begin
     current_state <= next_state ;
   end
 end
always @(*)
 begin
  case(current_state)
  IDLE     : begin
              if(button_0)
			   next_state = IDLE ;
			  else if (button_1)
               next_state = S1 ;
              else
               next_state = IDLE ;			  
             end
  S1       : begin
              if(button_0)
			   next_state = IDLE ;
			  else if (button_1)
               next_state = S11 ;
              else
               next_state = S1 ;	   
            end
  S11     : begin
              if(button_0)
			   next_state = S011 ;
			  else if (button_1)
               next_state = IDLE ;
              else
               next_state = S11 ;	    
            end
  S011    : begin
              if(button_0)
			   next_state = IDLE ;
			  else if (button_1)
               next_state = S110 ;
              else
               next_state = S011 ;	    
            end
  S110   : begin
             if(button_0)
			   next_state = UNLOCK ;
		     else if (button_1)
               next_state = IDLE ;
             else
               next_state = S110 ;	   
            end
  UNLOCK  : begin
               next_state = IDLE ;
            end	
  default :   next_state = IDLE ;		 
  endcase
end	
always @(*)
 begin
  case(current_state)
  IDLE     : begin
              unlock   =  1'b0 ;		  
             end
  S1       : begin
              unlock   =  1'b0 ;
             end	
  S11      : begin
              unlock   =  1'b0 ;	   
             end
  S011     : begin
              unlock   =  1'b0 ;	   
             end
  S110    : begin
              unlock   =  1'b0 ;		   
             end		 
  UNLOCK   : begin
              unlock   =  1'b1 ;	
             end	
  default  : begin
              unlock   =  1'b0 ;
             end			  
  endcase
 end	
endmodule					 
```
`/design/flow/run.sh`:
```
#!/bin/bash
# OpenROAD 26Q1-2900-gdf79404cd8, Yosys 0.63+post, stock flow scripts
make -C /OpenROAD-flow-scripts/flow DESIGN_CONFIG=/design/flow/config.mk WORK_HOME=/design/flow/orfs finish
```
`/design/flow/config.mk`:
```
export PLATFORM = sky130hd
export DESIGN_NAME = test3
export DESIGN_NICKNAME = test3
export VERILOG_FILES = /design/flow/design.v
export SDC_FILE = /design/flow/constraint.sdc
export NUM_CORES = 4
export LEC_CHECK = 1
export CORE_AREA = 10 10 70 70
export DIE_AREA = 0 0 80 80
```
`/design/flow/constraint.sdc`:
```
current_design test3

set clk_period 1.2
set clk_io_pct 0.2

create_clock -name clk0 -period $clk_period [get_ports {clock}]

set non_clock_inputs [all_inputs -no_clocks]
set_input_delay [expr $clk_period * $clk_io_pct] -clock clk0 $non_clock_inputs
set_output_delay [expr $clk_period * $clk_io_pct] -clock clk0 [all_outputs]
```
==> impl_metrics.csv <==
group,metric,value,unit
critical_path,r2r_cells,3,
synth,edf_count,0,
run,drv_cap,0,
pwr,pwr-share-seq,28.4,%
global_routing,antenna_found_initial,0,
layout,fin_area,381.6,µm²
pwr,switching_share,28.84,%
die,pin_count,5,
synth,syn_area_per_cell,8.890,µm²
synth,yosysTopAreaCell,"dfrtp_1",
synth,ys_seq_share,44.44,%
layout,largest_reg_flops,3,
placement,placed_cell_area,311.5,µm²
critical_path,cp-start-kind,"register",
routing,final_antenna_net_count,0,
synth,common_cells,"dfrtp_1 (3), inv_1 (2), nand2_1 (2), nand2b_1 (2), o2111ai_1 (2)",
timing,finalSetupViolCount,0,
timing,fin_worst_skew,1.362,ps
global_routing,grt_pass1_wl,890,µm
cts,h-tree-depth,1,
run,warnings,26,
run_status,outcome,"finished, final reports clean",
pwr,finalPower,531.7,µW
timing,min_period,1173,ps
routing,routed_wl,547,µm
layout,reg_top3,"current_state: 3 flops",
cts,clkTransAtPathRegs,40,ps
die,die_h,80,µm
pwr,ir_drop,0.0002498,V
timing,slew_viol_final,0,
pwr,p_switching,153.3,µW
die,die_area,6400,µm²
placement,gp_congestion,0.7136,
die,rows,21,
die,initial_core_util,4.945,%
synth,ys_types,13,
cts,clkSinkCount,3,
synth,yosys_cells,19,
synth,synth.area.top_cells,"dfrtp_1 (44%), o2111ai_1 (10%), nand2b_1 (7.4%), o32ai_1 (5.2%), xnor2_1 (5.2%)",
placement,io_buffers,4,
timing,finalCritPeriodShare,97.72,%
synth,yosysMostFrequentCell,"dfrtp_1",
routing,drcViolationCount,0,
critical_path,critPathMaxFanout,5,
critical_path,worst_ep_arrival_time,1330,ps
synth,ys_seq_elements,3,
layout,final_core_util,11.17,%
routing,num_vias,195,
layout,drive_gt1_share,50.00,%
pwr,powerDensity,1393,nW/µm²
timing,rsz0062_at_grt,"true",
pwr,p_leak,0.0001578,µW
critical_path,end_kind,"register",
critical_path,required,1360,ps
timing,tightestPinTransition,254.6,ps
synth,synthArstFlopShare,100.0,%
die,die_w,80,µm
pwr,clock_power_share,32.5,%
die,core_area,3416,µm²
routing,drtIter0Drc,8,
synth,yosysWarnings,1,
pwr,p_comb_share,39.1,%
timing,relSlewSlack,82.97,%
critical_path,cp-endpoint,"current_state[1]",
synth,synthCells,19,
global_routing,overflow,0,
cts,cts_buffers,3,
layout,syn_to_final_growth,125.9,%
global_routing,first_global_vias,228,
cts,cts_tree,"done",
global_routing,grt_usage,1.784,%
timing,finalSetupTns,0,ps
critical_path,ff2ff_setup_slack,30,ps
cts,cts.root.buffer_cell,"clkbuf_4",
critical_path,r2r_end,"current_state[1]",
pwr,p_int,378.3,µW
routing,antenna_cells,0,
critical_path,critPathLaunch,"current_state[1]",
timing,fmaxAchievable,852.7,MHz
critical_path,rr_startpoint,"current_state[1]",
synth,yosys_area,168.9,µm²
cts,cts_buffer_depth,2,
timing,hold_viol,0,
synth,syn_area,168.9,µm²
routing,wire_per_inst,6.671,µm
worst_hold_path,hp-class,"in -> async",
synth,netlist.area_leader.share,44.44,%
synth,ff_type,"dfrtp_1",
global_routing,grt_max_degree,6,
layout,regMostFlops,"current_state",
cts,clock_latency,230,ps
routing,first_pass_iters,2,
routing,vias_per_cell,2.378,
placement,hpwl,388.9,µm
critical_path,crit_type,"reg -> reg",
-- cell type report --
class                   count  area [µm²]
well taps                  46       57.56
repair buffers             13       110.1
flip-flops and latches      3       75.07
multi-input cells          13       101.3
inverters                   3       11.26
clock buffers               4       26.28
fillers                   405        3034
-- routing by layer --
layer	wire length [µm]	vias to the layer above	part of all wire, %	global-route usage [%]
met5	0	-	0	0
met3	82	0	15	1.705
met1	244	87	45	1.931
met2	219	5	40	2.327
met4	0	0	0	0.7042
li1	-	103	-	-
-- power groups by stage --
stage,logic (µW),clock network (µW),registers (µW)
after CTS,180,186,143
after global routing,231,185,155
final,208,173,151
-- metrics by stage --
step | instances | hold WS (ps) | setup slack, ps
2_1_floorplan | 19 | -55.59 | 159.6
3_3_place_gp | 75 | 442.5 | -182.8
3_5_place_dp | 75 | 443.8 | -193.0
4_1_cts | 82 | 193.2 | 11.67
5_1_grt | 82 | 206.0 | -38.74
6_report | 82 | 196.6 | 27.30
-- cell usage in the layout (no fill, tap or decap) --
cell type and count:
and3_1 1, buf_4 7, buf_6 2, clkbuf_1 1, clkbuf_2 1, clkbuf_4 3
clkdlybuf4s50_1 3, dfrtp_1 3, inv_1 2, inv_2 1, nand2_1 1, nand2_2 1
nand2b_1 1, nand2b_4 1, nand3_1 1, nor2_2 1, o2111ai_1 1, o2111ai_2 1
o21ai_0 1, o32ai_1 1, or4_1 1, xnor2_1 1
-- critical path, stage by stage (launching register included) --
cell     delay, ps
dfrtp_1        380
buf_6          130
or4_1          500
nand3_1         90
-- worst min path at each step --
stage | startpoint | end | slack, ps | cells past startpoint
after global routing | rst | current_state[2] | 210 | 1
final | rst | current_state[2] | 200 | 1
after CTS | rst | current_state[2] | 190 | 1
-- cell families (layout without fill, tap and decap cells) --
group | count (synthesis) | in the layout | synth area share, %
AND-OR/OR-AND | 4 | 4 | 18.52
XOR/XNOR | 1 | 1 | 5.186
AND/OR/NAND/NOR | 8 | 8 | 25.18
flip-flops | 3 | 3 | 44.44
buffers and inverters | 3 | 20 | 6.666
-- what timing repair did --
item                                   4_1_cts  5_1_grt
buffers inserted                             3        0
cloned                                       0        0
endpoints found under the hold margin        0        0
resized                                      2        7
hold buffers                                 0        0
pin swaps                                    2        2
setup endpoints to repair                    1        3
Power is estimated from default activity; no workload was simulated.
